File: config.mk
export PLATFORM = sky130hd
export DESIGN_NAME = multiplier_comb
export DESIGN_NICKNAME = multiplier_comb
export VERILOG_FILES = /design/flow/design.v
export SDC_FILE = /design/flow/constraint.sdc
export NUM_CORES = 4
export LEC_CHECK = 1
export CORE_UTILIZATION = 30
export SYNTH_HDL_FRONTEND = slang
File: constraint.sdc
current_design multiplier_comb

set clk_period 11.3
set clk_io_pct 0.2

create_clock -name clk0 -period $clk_period

set non_clock_inputs [all_inputs -no_clocks]
set_input_delay [expr $clk_period * $clk_io_pct] -clock clk0 $non_clock_inputs
set_output_delay [expr $clk_period * $clk_io_pct] -clock clk0 [all_outputs]
File: design.v
package double_dabble_bin2bcd_pkg;
typedef enum logic[2:0] {
    IDLE_S              = 3'd0,
    SHIFT_S             = 3'd1,
    CHECK_SHIFT_INDEX_S = 3'd2,
    ADD_S               = 3'd3,
    CHECK_DIGIT_INDEX_S = 3'd4,
    BCD_DONE_S          = 3'd5
} double_dabble_bin2bcd_state_e;
function int get_num_digits(input int max_value);
	get_num_digits = 0;
	while ( max_value != 0) begin
		max_value /= 10;
		get_num_digits++;
	end
endfunction
endpackage: double_dabble_bin2bcd_pkg
module multiplier_comb#(
    parameter int unsigned WIDTH       = 8,
    parameter bit          CHECK_PARAM = 1
)(
    input  logic                clk,
    input  logic                en,
    input  logic                rst_n,
    input  logic                start,
    input  logic[WIDTH-1:0]     multiplier,
    input  logic[WIDTH-1:0]     multiplicand,
    output logic                ready,
    output logic[(2*WIDTH)-1:0] product
);
assign product = multiplier*multiplicand;
assign ready   = 1'b1;
endmodule: multiplier_comb
File: run.sh
#!/bin/bash
# OpenROAD 26Q1-2900-gdf79404cd8, Yosys 0.63+post, stock flow scripts
make -C /OpenROAD-flow-scripts/flow DESIGN_CONFIG=/design/flow/config.mk WORK_HOME=/design/flow/orfs finish
==> impl_metrics.env <==
# flow metrics
export IMPL_antenna_diode_count=0
export IMPL_top_level_ports=37
export IMPL_die_w_um=86.0
export IMPL_final_antenna_net_count=0
export IMPL_effective_utilization_at_floorplan=0.312
export IMPL_finalHoldViolations=0
export IMPL_vias=1653
export IMPL_ir_worst_vdd_mv=0.0921
export IMPL_final_setup_tns_ps=0
export IMPL_cts_hold_buffers_added=0
export IMPL_cap_viol_max_count=0
export IMPL_max_fo_critical_path=8
export IMPL_path_delay_family="adder cells"
export IMPL_post_cts_resized_instances=0
export IMPL_layout_sequential_cells=0
export IMPL_timing_setup_critical_path_class="input pin to output pin"
export IMPL_drt_wl_total_um=3800
export IMPL_globalRouteOverflowTotal=0
export IMPL_track_usage=0.113
export IMPL_synthesized_cell_area_um2=2120
export IMPL_final_layout_size_suffix_gt1_frac=0.0181
export IMPL_worst_path_largest_cell_delay_ps=570
export IMPL_die_height_um=86.0
export IMPL_p_per_area_nw_per_um2=148
export IMPL_yosysTopAreaCellShare=0.340
export IMPL_dpl_instance_area_um2=2550
export IMPL_run_status="completed"
export IMPL_syn_to_final_growth_pct=20.4
export IMPL_number_of_global_route_vias_before_repair=1538
export IMPL_grt_pass1_wl_um=6760
export IMPL_place_port_buffers=32
export IMPL_layout_area_seq_um2=0
export IMPL_gp_congestion=0.830
export IMPL_number_of_cells_produced_by_synthesis=245
export IMPL_drt_iter0_markers=28
export IMPL_yosys_area_top_type="sky130_fd_sc_hd__fa_1"
export IMPL_dr_pass1_iters=4
export IMPL_grt_antenna_before_repair=0
export IMPL_yosys_warnings=0
export IMPL_remaining_drc_errors=0
export IMPL_dp_final_hpwl_um=3420
export IMPL_startpoint_of_the_worst_hold_path="multiplier[0]"
export IMPL_synth_area_yosys_um2=2120
export IMPL_path_buffers=6
export IMPL_total_of_endpoints_with_negative_setup_slack_in_the_final_report=0
export IMPL_end_kind="output pin"
export IMPL_leading_post_synthesis_cells_by_instance_count="sky130_fd_sc_hd__inv_1, sky130_fd_sc_hd__and2_1, sky130_fd_sc_hd__fa_1, sky130_fd_sc_hd__ha_1, sky130_fd_sc_hd__nand2_1"
export IMPL_yosysMostFrequentCell="sky130_fd_sc_hd__inv_1"
export IMPL_stdcell_area_um2=2550
export IMPL_layout_setup_ws_ps=1940
export IMPL_critical_path_required_ps=9040
export IMPL_hold_class="input pin to output pin"
export IMPL_postSynthAreaPerCell_um2=8.65
export IMPL_synth_cells_yosys=245
export IMPL_die_area_um2=7400
export IMPL_routedWlPerCell_um=10.2
export IMPL_crit_path_cell_chain="clkdlybuf4s50_1, and2_1, fa_1, inv_1, fa_1, inv_1, fa_1, inv_1, fa_1, inv_1, ha_1, and2_4, a221oi_2, nand2_1, a31oi_1, xnor2_1, clkdlybuf4s50_1"
export IMPL_highest_attainable_clock_frequency_mhz=107
export IMPL_placement_rows=30
export IMPL_tool_warning_count=36
export IMPL_yosysSeqAreaShare=0
export IMPL_drv_slew=0
export IMPL_postCtsSetupBuffers=0
export IMPL_layout_min_cycle_time_ps=9360
export IMPL_area_leaders="sky130_fd_sc_hd__fa_1, sky130_fd_sc_hd__ha_1, sky130_fd_sc_hd__and2_1, sky130_fd_sc_hd__inv_1, sky130_fd_sc_hd__nand2_1"
export IMPL_critPathArrivalTime_ps=7100
export IMPL_clockBufferCount=0
export IMPL_maximum_number_of_pins_on_one_net_before_global_route_repair=9
export IMPL_grt_setup_unrepaired="false"
export IMPL_whs_endpoint="product[0]"
export IMPL_core_area_um2=6790
export IMPL_worstHoldPathCells=3
export IMPL_setup_worst_path_start_class="input pin"
export IMPL_power_static_leakage_nw=1.30
export IMPL_timing_final_crit_share=0.828
export IMPL_via_per_inst=4.44
export IMPL_slowest_stage="sky130_fd_sc_hd__clkdlybuf4s50_1"
export IMPL_synth_lib_cells_used_distinct=30
export IMPL_detailedPlace_worstSlack_ps=1950
## cell type report
cell class,count,area [um2]
Fill cell,702,4240
Multi-Input combinational cell,195,1930
Timing Repair Buffer,32,320
Inverter,49,184
Tap cell,96,120
## layout by cell type (no fill, tap or decap), types with 2 or more instances in the layout
| cell | count |
|---|---|
| sky130_fd_sc_hd__a211o_1 | 3 |
| sky130_fd_sc_hd__a21oi_1 | 5 |
| sky130_fd_sc_hd__and2_1 | 47 |
| sky130_fd_sc_hd__and3_1 | 3 |
| sky130_fd_sc_hd__clkdlybuf4s50_1 | 32 |
| sky130_fd_sc_hd__fa_1 | 36 |
| sky130_fd_sc_hd__ha_1 | 36 |
| sky130_fd_sc_hd__inv_1 | 49 |
| sky130_fd_sc_hd__nand2_1 | 23 |
| sky130_fd_sc_hd__nor2_1 | 6 |
| sky130_fd_sc_hd__nor2b_1 | 2 |
| sky130_fd_sc_hd__nor3_1 | 2 |
| sky130_fd_sc_hd__o211ai_1 | 2 |
| sky130_fd_sc_hd__o21a_1 | 4 |
| sky130_fd_sc_hd__o21ai_1 | 2 |
| sky130_fd_sc_hd__xnor2_1 | 7 |
| sky130_fd_sc_hd__xor2_1 | 4 |
## worst min-delay path, cell delays in order
cell	delay [ps]
sky130_fd_sc_hd__clkdlybuf4s50_1	520
sky130_fd_sc_hd__and2_1	190
sky130_fd_sc_hd__clkdlybuf4s50_1	390
## worst max-delay path by stage
stage / slack, ps / cells past startpoint / startpoint / endpoint
after CTS: 1950 / 17 / multiplier[3] / product[11]
final: 1940 / 17 / multiplier[3] / product[11]
after global routing: 1700 / 17 / multiplier[3] / product[15]
## through the flow
stage | utilization | std cells | power (mW) | hold slack, ps
after global placement | 0.376 | 372 | 0.381 | 5640
after global routing | 0.376 | 372 | 0.426 | 5680
after detailed placement | 0.376 | 372 | 0.381 | 5630
final | 0.376 | 372 | 0.377 | 5620
after floorplan | - | 245 | 0.231 | 4590
after CTS | 0.376 | 372 | 0.385 | 5630
## kinds of logic after synthesis
logic type,Yosys count,synth area share
other,1,0.00177
AOI/OAI and AO/OA,23,0.0809
adders and majority gates,72,0.553
xor gates and xnor gates,11,0.0455
and+or+nand+nor,88,0.229
buffers and inverters,50,0.0904
## power by group
group,internal (mW),leakage (nW),total [mW],switching (mW)
Clock,0,0,0,0
Sequential,0,0,0,0
Combinational,0.217,1.30,0.377,0.161
## metal layers
layer / track usage / routed length, um / vias to the layer above
met5: 0 / 0 / -
met3: 0.00879 / 175 / 0
li1: - / - / 830
met2: 0.177 / 1730 / 35
met4: 0 / 0 / 0
met1: 0.186 / 1890 / 788
Power and IR drop assume default switching activity.
